## flow/run.sh

```bash
#!/bin/bash
# OpenROAD 26Q1-2900-gdf79404cd8, Yosys 0.63+post, stock flow scripts
make -C /OpenROAD-flow-scripts/flow DESIGN_CONFIG=/design/flow/config.mk WORK_HOME=/design/flow/orfs finish
```

## flow/config.mk

```make
export PLATFORM = sky130hd
export DESIGN_NAME = seven_seg
export DESIGN_NICKNAME = seven_seg
export VERILOG_FILES = /design/flow/design.v
export SDC_FILE = /design/flow/constraint.sdc
export NUM_CORES = 4
export LEC_CHECK = 1
export CORE_AREA = 10 10 70 70
export DIE_AREA = 0 0 80 80
```

## flow/constraint.sdc

```tcl
current_design seven_seg

set clk_period 1.3
set clk_io_pct 0.2

create_clock -name clk0 -period $clk_period

set non_clock_inputs [all_inputs -no_clocks]
set_input_delay [expr $clk_period * $clk_io_pct] -clock clk0 $non_clock_inputs
set_output_delay [expr $clk_period * $clk_io_pct] -clock clk0 [all_outputs]
```

## flow/design.v

```verilog
module seven_seg(
    input [3:0]din,
    input sel_in,
    output  [6:0]seg,
    output  sel_out
);
assign seg[6] = ~din[3]&~din[2]&din[1]&~din[0]|~din[3]&~din[2]&din[1]&din[0]|~din[3]&din[2]&~din[1]&~din[0]|~din[3]&din[2]&~din[1]&din[0]|~din[3]&din[2]&din[1]&~din[0]|din[3]&~din[2]&~din[1]&~din[0]|din[3]&~din[2]&~din[1]&din[0]|din[3]&~din[2]&din[1]&~din[0]|din[3]&~din[2]&din[1]&din[0]|din[3]&din[2]&~din[1]&din[0]|din[3]&din[2]&din[1]&~din[0]|din[3]&din[2]&din[1]&din[0];
assign seg[5] = ~din[3]&~din[2]&~din[1]&~din[0]|~din[3]&din[2]&~din[1]&~din[0]|~din[3]&din[2]&~din[1]&din[0]|~din[3]&din[2]&din[1]&~din[0]|din[3]&~din[2]&~din[1]&~din[0]|din[3]&~din[2]&~din[1]&din[0]|din[3]&~din[2]&din[1]&~din[0]|din[3]&~din[2]&din[1]&din[0]|din[3]&din[2]&~din[1]&~din[0]|din[3]&din[2]&din[1]&~din[0]|din[3]&din[2]&din[1]&din[0];
assign seg[4] = ~din[3]&~din[2]&~din[1]&~din[0]|~din[3]&~din[2]&din[1]&~din[0]|~din[3]&din[2]&din[1]&~din[0]|din[3]&~din[2]&~din[1]&~din[0]|din[3]&~din[2]&din[1]&~din[0]|din[3]&~din[2]&din[1]&din[0]|din[3]&din[2]&~din[1]&~din[0]|din[3]&din[2]&~din[1]&din[0]|din[3]&din[2]&din[1]&~din[0]|din[3]&din[2]&din[1]&din[0];
assign seg[3] = ~din[3]&~din[2]&~din[1]&~din[0]|~din[3]&~din[2]&din[1]&~din[0]|~din[3]&~din[2]&din[1]&din[0]|~din[3]&din[2]&~din[1]&din[0]|~din[3]&din[2]&din[1]&~din[0]|din[3]&~din[2]&~din[1]&~din[0]|din[3]&~din[2]&~din[1]&din[0]|din[3]&~din[2]&din[1]&din[0]|din[3]&din[2]&~din[1]&~din[0]|din[3]&din[2]&~din[1]&din[0]|din[3]&din[2]&din[1]&~din[0];
assign seg[2] = ~din[3]&~din[2]&~din[1]&~din[0]|~din[3]&~din[2]&~din[1]&din[0]|~din[3]&~din[2]&din[1]&din[0]|~din[3]&din[2]&~din[1]&~din[0]|~din[3]&din[2]&~din[1]&din[0]|~din[3]&din[2]&din[1]&~din[0]|~din[3]&din[2]&din[1]&din[0]| din[3]&~din[2]&~din[1]&~din[0]|din[3]&~din[2]&~din[1]&din[0]|din[3]&~din[2]&din[1]&~din[0]|din[3]&~din[2]&din[1]&din[0]|din[3]&din[2]&~din[1]&din[0]; 
assign seg[1] = ~din[3]&~din[2]&~din[1]&~din[0]|~din[3]&~din[2]&~din[1]&din[0]|~din[3]&~din[2]&din[1]&~din[0]|~din[3]&~din[2]&din[1]&din[0]|~din[3]&din[2]&~din[1]&~din[0]|~din[3]&din[2]&din[1]&din[0]|din[3]&~din[2]&~din[1]&~din[0]|din[3]&~din[2]&~din[1]&din[0]|din[3]&~din[2]&din[1]&~din[0]|din[3]&din[2]&~din[1]&din[0];
assign seg[0] = ~din[3]&~din[2]&~din[1]&~din[0]|~din[3]&~din[2]&din[1]&~din[0]|~din[3]&~din[2]&din[1]&din[0]|~din[3]&din[2]&~din[1]&din[0]|~din[3]&din[2]&din[1]&~din[0]|~din[3]&din[2]&din[1]&din[0]|din[3]&~din[2]&~din[1]&~din[0]|din[3]&~din[2]&~din[1]&din[0]|din[3]&~din[2]&din[1]&~din[0]|din[3]&din[2]&~din[1]&~din[0]|din[3]&din[2]&din[1]&~din[0]|din[3]&din[2]&din[1]&din[0];
assign sel_out = sel_in;
endmodule
```

==> results.yml <==
# implementation run metrics
worst_setup_path:
  path_cells: "buf_8 > buf_6 > nor4b_4 > buf_4 > a211oi_2 > buf_2"
  cp_max_fo: 7
  crit_slowest_cell: "nor4b_4"
  end_kind: "output pin"
  worstSetupPathType: "in -> out"
  worstPathArrival_ns: 1.08
  crit_family: "buffers and inverters"
  cp_slowest_stage_delay_ns: 0.29
  required_ns: 1.04
  worst-path-buf-inv: 4
  startpoint_type: "primary input"
logic_synthesis:
  synthCells: 31
  synth-simple-area-share_pct: 51.0
  ys_top_logic_family: "simple AND/OR/NAND/NOR gates"
  yosys_warnings: 0
  ys_seq_share_pct: 0
  synth.top_cell.area_share_pct: 14.5
  ys_sh_adder_pct: 0
  yosysTopAreaCell: "buf_6"
  aoi_share_pct: 28.1
  mux_area_share_pct: 0
  synth.distinct_cells: 24
  area_leaders: "buf_6, nor4b_2, a211oi_2"
  yosys_area_um2: 312
  synth_area_um2: 312
  ys_cells: 31
  syn_area_per_cell_um2: 10.0
  ys_sh_xor_pct: 2.81
finish:
  area_growth_pct: 106
  clock_buffers: 0
  drive_above_1_share_pct: 83.3
  regArea_um2: 0
  ff_count: 0
  fin_util_pct: 18.8
die:
  fp_util_pct: 9.12
  rows: 21
  die_h_um: 80
  core_um2: 3420
  ios: 13
  dieWidth_um: 80
  die-area_um2: 6400
routing:
  post_drt_wl_per_cell_um: 9.31
  vias_per_cell: 3.36
  antenna_cells_inserted: 0
  dr.pass1.iters: 2
  ant_nets: 0
  remaining_drc_errors: 0
  first_iter_violations: 2
  routed_wl_um: 931
  num_vias: 336
power:
  p_leak_uw: 0.000263
  seqPwrFrac_pct: 0
  pwr-share-comb_pct: 100.0
  power_density_nw_per_um2: 289
  internal_power_uw: 113
  vdd_drop_max_uv: 159
  pwr-share-clk_pct: 0
  p_sw_share_pct: 39.0
  power.switching_uw: 72.2
grt:
  grt.overflow.total: 0
  antenna_found_initial: 0
  grt_usage_pct: 2.77
  grt_max_degree: 8
  grt_pass1_vias: 322
  grt_pass1_wl_um: 1500
sta:
  period_needed_ns: 1.34
  setup_ws_ns: -0.0435
  grt_setup_unrepaired: "yes"
  finalMaxSlewViolations: 0
  setup_violations: 2
  timing.final.crit_share_pct: 103
  hold_viol: 0
  clock.fmax_mhz: 744
  maxSlewHeadroom_pct: 84.7
  fin_setup_tns_ns: -0.0821
  worst_slew_pin_slew_ns: 0.229
job:
  drv_cap: 0
  warnings: 34
outcome:
  status: "finished, violations left"
  violations: "negative setup slack"
hold_path:
  min_path_type: "in -> out"
place:
  finalWeightedCongestion: 0.664
  dp_hpwl_um: 700
  port_buffers: 11
==> timing repair <==
action,in CTS,in global routing
setup endpoints to repair,7,5
hold buffers,0,0
setup buffers,4,2
pin swaps,12,5
resized,62,4
==> area by class of cell <==
type / count / area [µm²]
fill: 384 / 2780
timing repair buffer: 28 / 260
tap: 46 / 57.6
multi-input combinational: 25 / 319
inverter: 1 / 3.75
==> layer usage <==
layer / wire length [µm] / up-vias / track usage (%)
li1: - / 172 / -
met1: 573 / 153 / 4.88
met5: 0 / - / 0
met4: 0 / 0 / 0
met2: 306 / 11 / 3.29
met3: 51 / 0 / 0.568
==> cells in the final DEF, fill, tap and decap left out, types with 2 or more instances in the layout <==
cell	instances
a211oi_2	2
buf_2	6
buf_4	8
buf_6	9
buf_8	4
nor3b_2	2
nor4b_4	3
o22ai_2	2
==> power groups by stage <==
| stage | sequential [µW] | clock, µW | combinational [µW] |
|---|---|---|---|
| after CTS | 0 | 0 | 178 |
| after global routing | 0 | 0 | 201 |
| final | 0 | 0 | 185 |
==> worst paths after layout <==
kind	endpoint	startpoint	cells past startpoint
setup / recovery	seg[0]	din[3]	6
hold / removal	sel_out	sel_in	0
==> cell usage after synthesis (all sizes together), types with 2 or more instances <==
cell type	count
o22ai	2
a211oi	2
nor4b	3
nor3b	3
buf	5
==> kinds of logic after synthesis <==
family / Yosys count
XOR/XNOR: 1
AND/OR/NAND/NOR: 14
AND-OR/OR-AND: 10
buffers and inverters: 6
==> per-stage QoR <==
stage	power [µW]	instances	setup WS (ns)	area, µm²	hold WS [ns]
finish	185	100	-0.0435	641	0.520
global route	201	100	-0.0927	641	0.520
CTS	178	98	-0.0681	611	0.520
detailed placement	152	94	-0.841	509	0.520
global placement	150	94	-0.840	509	0.520
floorplan	72.4	31	0.324	312	0.586
Power is estimated from default activity; no workload was simulated.
