==> flow/design.v <==
module pulse_generator(
  input clk,
  input _in,
  output _out
);
localparam SAMPLING_PERIOD = 1250000-1; 
reg [1:0]r;
reg [31:0]cnt;
always@(posedge clk)begin
    if(cnt < SAMPLING_PERIOD)cnt <= cnt + 1;
    else cnt <= 0;
    if(cnt == SAMPLING_PERIOD)r[0] <= _in;  
    r[1] <= r[0];
end
assign _out = r[1] & ~r[0];
endmodule
module task42(
    input clk,
    input [3:0]sw,
    input [1:0]btn,
    output reg [3:0]ld  
);
localparam N = 2;
reg [1:0] opr_counter;
reg [3:0] opr[0:N-1]; 
wire[1:0] pulse_btn;
pulse_generator _btn0(.clk(clk),._in(btn[0]),._out(pulse_btn[0]));
pulse_generator _btn1(.clk(clk),._in(btn[1]),._out(pulse_btn[1]));
always@(posedge clk)begin
    if (opr_counter < N) begin
        if(pulse_btn[0])begin
            opr[0] <= sw;  
            opr[1] <= opr[0];  
            opr_counter <= opr_counter + 1;
        end
    end else begin
        if(pulse_btn[1])begin
            ld <= opr[0] + opr[1];
            opr_counter <= 0;
        end
    end
end
endmodule
==> flow/run.sh <==
#!/bin/bash
# OpenROAD 26Q1-2900-gdf79404cd8, Yosys 0.63+post, stock flow scripts
make -C /OpenROAD-flow-scripts/flow DESIGN_CONFIG=/design/flow/config.mk WORK_HOME=/design/flow/orfs finish
==> flow/config.mk <==
export PLATFORM = sky130hd
export DESIGN_NAME = task42
export DESIGN_NICKNAME = task42
export VERILOG_FILES = /design/flow/design.v
export SDC_FILE = /design/flow/constraint.sdc
export NUM_CORES = 4
export LEC_CHECK = 1
export CORE_UTILIZATION = 40
==> flow/constraint.sdc <==
current_design task42

set clk_period 5.3
set clk_io_pct 0.2

create_clock -name clk0 -period $clk_period [get_ports {clk}]

set non_clock_inputs [all_inputs -no_clocks]
set_input_delay [expr $clk_period * $clk_io_pct] -clock clk0 $non_clock_inputs
set_output_delay [expr $clk_period * $clk_io_pct] -clock clk0 [all_outputs]
==> impl_metrics.py <==
# Flow results
metrics = {
    "outcome": {
        "outcome": "finished clean",
    },
    "critical_path": {
        "path_buffers": 1,
        "crit_family": "buffers and inverters",
        "cp_slowest_stage_delay_ps": 450,
        "startpoint_type": "flop",
        "critPathKind": "flop to output port",
        "critPathSlowestCell": "clkdlybuf4s50_1",
        "crit_required_ps": 4240,
        "arrival_ps": 1120,
        "end_kind": "output port",
        "path_cells": "clkdlybuf4s50_1",
        "worst-path-max-fanout": 1,
    },
    "floorplan": {
        "dieWidth_um": 92.10,
        "die_h_um": 92.10,
        "design.core.area_sq_mm": 0.007807,
        "fp-utilization_pct": 41.59,
        "die_area_sq_mm": 0.008481,
        "fp-row-count": 32,
        "ios": 11,
    },
    "cts": {
        "cts.repair.resized": 0,
        "cts-root-buf": "clkbuf_8",
        "cts_setup_buffers": 0,
        "cts_tree": "done",
        "htree_levels": 3,
        "max-clock-path-buffers": 2,
        "clkSlewWorstSetupHoldPaths_ps": 80,
        "cts_made_buffers": 9,
        "clkSinkCount": 82,
        "clkLatencyLatePin_ps": 350,
        "hold_buffers": 0,
    },
    "route": {
        "drt_iter0_drc": 80,
        "antenna_cells": 0,
        "wl_per_cell_um": 11.67,
        "wl_mm": 5.230,
        "num_vias": 2229,
        "firstDrtPassIters": 4,
        "vias_per_cell": 4.975,
        "drcViolationCount": 0,
        "ant_nets": 0,
    },
    "global_route": {
        "gr-usage-met2_pct": 21.08,
        "grt_pass1_vias": 2056,
        "track_usage_pct": 13.74,
        "grt.busiest_layer": "met2",
        "grt_overflow_total": 0,
        "met3_usage_pct": 2.954,
        "grt_max_degree": 22,
        "met1_usage_pct": 21.02,
        "grt_pass1_wl_mm": 9.294,
        "antenna_found_initial": 0,
    },
    "pwr": {
        "peakVddDrop_mv": 0.1179,
        "p_leak_nw": 1.188,
        "cellPowerDensity_mw_per_mm2": 285.7,
    },
    "final_timing": {
        "fin_worst_skew_ps": 9.270,
        "worst_pin_slew_ps": 872.5,
        "grt_setup_unrepaired": "no",
        "final_hold_viol_count": 0,
        "setup_violations": 0,
        "setup-tns-final_ps": 0,
        "period_needed_ps": 2184,
        "drv_slew": 0,
        "max_slew_margin_pct": 41.83,
        "max_freq_mhz": 457.8,
        "whs_ps": 379.9,
        "min_period_over_period_pct": 41.22,
    },
    "synth": {
        "yosysWarnings": 3,
        "synthesis.area_sq_mm": 0.003247,
        "ys.flop_type": "dfxtp_1",
        "ys_seq_share_pct": 55.49,
        "syn_inst": 307,
        "ys_ff": 82,
        "synthArstFlopShare_pct": 0,
        "edf_count": 16,
        "synth_cell_types": 44,
        "synth_chip_area_sq_mm": 0.003247,
        "synth_area_per_cell_sq_um": 10.58,
        "ys_cells": 307,
    },
    "placement": {
        "post-dp-hpwl_mm": 3.488,
        "io_buffers": 10,
        "gp_congestion": 0.7995,
    },
    "run": {
        "warnings": 25,
        "drv_cap": 0,
    },
    "cells_and_area": {
        "final_layout_size_suffix_gt1_share_pct": 8.092,
        "area_growth_pct": 13.95,
    },
    "hold_path": {
        "hold_path_class": "flop to flop",
    },
}
[Yosys cell counts, types with 2 or more instances]
cell type  count  area [sq um]
a211o_1        2         17.52
a211oi_1       8         60.06
a21oi_1        7         35.03
a31o_2         2         17.52
and2_1         2         12.51
and3_1         4         25.02
and4_1         5         43.79
buf_2          2         10.01
buf_6          2         22.52
clkbuf_1       8         30.03
dfxtp_1       66          1321
edfxtp_1      16         480.5
ha_1           5         62.56
inv_1         11         41.29
nand2_1       13         48.80
nand3_1       11         55.05
nand4_1       13         81.33
nor2_1        21         78.83
nor3_1        21         105.1
nor3b_1        2         15.01
nor4_1         8         50.05
nor4bb_1       2         20.02
o21ai_0        8         40.04
o31ai_1        8         60.06
or2_1          2         12.51
or2_2          2         12.51
or3_1          7         43.79
or4_1          9         67.56
xnor2_1       16         140.1
xor2_1        10         87.58
[power by group]
part           switching (mW)  internal [mW]
Sequential            0.00229          0.642
Clock                   0.230          0.174
Combinational         0.00336        0.00491
[registers in the layout (all words and copies together) (netlist names)]
name         count
_btn1.r          2
_btn1.cnt       32
_btn0.r          2
opr              8
ld               4
opr_counter      2
_btn0.cnt       32
[through the flow]
stage	utilization, %	cell area [sq um]	setup WS [ps]	power, mW	std cells
floorplan	-	3326	3406	0.6620	328
global placement	45.10	3521	3192	0.6674	432
detailed placement	45.10	3521	3143	0.6679	432
CTS	47.39	3700	3089	1.073	448
global route	47.39	3700	2938	1.104	448
finish	47.39	3700	3116	1.057	448
[per-layer routing]
metal  vias up  share of wire (%)
li1       1175                  -
met1      1030                 53
met2        16                 42
met3         8                3.1
met4         0                1.6
met5         -                  0
[placed cells by master, fill, tap and decap left out, types with 5 or more instances in the layout]
master           synthesis  routed
o31ai_1                  8       8
clkbuf_8                 0       9
nor2_1                  21      21
a211oi_1                 8       8
conb_1                   1      22
nand3_1                 11      11
nor4_1                   8       8
ha_1                     5       5
xnor2_1                 16      16
inv_1                   11      11
edfxtp_1                16      16
or3_1                    7       7
and4_1                   5       5
nand4_1                 13      13
a21oi_1                  7       7
nand2_1                 13      13
dfxtp_1                 66      66
or4_1                    9       9
nor3_1                  21      21
clkdlybuf4s50_1          0      10
xor2_1                  10      10
o21ai_0                  8       7
[layout make-up]
class | count | area, sq um
Tap cell | 102 | 127.6
Timing Repair Buffer | 14 | 130.1
Inverter | 11 | 41.29
Clock inverter | 7 | 55.05
Sequential cell | 82 | 1802
Multi-Input combinational cell | 223 | 1420
Clock buffer | 9 | 123.9
Fill cell | 698 | 4108
[kinds of logic (layout without fill, tap and decap cells)]
kind of cell / count (synthesis) / in the layout / synth area share (%)
simple gates: 128 / 128 / 22.31
compound gates: 41 / 41 / 9.326
other cells: 1 / 22 / 0.1155
buf+inv: 23 / 41 / 3.198
fa+ha+maj: 6 / 6 / 2.543
flops: 82 / 82 / 55.49
xor+xnor: 26 / 26 / 7.013
[path summary, 6_finish.rpt]
kind                 startpoint      endpoint  slack, ps  depth (start not counted)
setup / recovery          ld[1]         ld[1]       3120                          1
setup reg to reg  _btn1.cnt[16]  _btn1.cnt[7]       3120                          5
hold reg to reg      _btn0.r[0]    _btn0.r[1]        380                          0
hold / removal       _btn0.r[0]    _btn0.r[1]        380                          0
No activity file was given, so power comes from the tool's default toggle rates.
