==> design/flow/design.v <==
module task22_2 (
  input clk,
  input btn0,
  output [3:0]ld
);
reg [3:0] hexcnt;
reg [31:0] scnt;
reg [31:0] ccnt;  
reg r0, r1;
wire pulse;
reg en;  
parameter SMAX = 125000000 - 1;
parameter CMAX = 1250000 - 1;  
initial begin
  hexcnt <= 0;
  scnt <= 0;
  ccnt <= 0;
  en <= 1;
end
always@ (posedge clk) begin
  if (ccnt < CMAX) begin
    ccnt <= ccnt + 1;
  end else begin
    ccnt <= 0;
  end
  if (ccnt == CMAX) begin
    r0 <= btn0;
    r1 <= r0;
  end
  if (pulse == 1) begin
    en <= ~en;
  end
  if (scnt < SMAX) begin
    scnt <= scnt + 1;
  end else begin
    scnt <= 0;
  end
  if (scnt == SMAX) begin
    if (en == 1) begin
      hexcnt <= hexcnt + 1;
    end
  end
end
assign ld = hexcnt;
assign pulse = r1 & ~r0;
endmodule
==> design/flow/run.sh <==
#!/bin/bash
# OpenROAD 26Q1-2900-gdf79404cd8, Yosys 0.63+post, stock flow scripts
make -C /OpenROAD-flow-scripts/flow DESIGN_CONFIG=/design/flow/config.mk WORK_HOME=/design/flow/orfs finish
==> design/flow/config.mk <==
export PLATFORM = sky130hd
export DESIGN_NAME = task22_2
export DESIGN_NICKNAME = task22_2
export VERILOG_FILES = /design/flow/design.v
export SDC_FILE = /design/flow/constraint.sdc
export NUM_CORES = 4
export LEC_CHECK = 1
export CORE_UTILIZATION = 30
==> design/flow/constraint.sdc <==
current_design task22_2

set clk_period 5.5
set clk_io_pct 0.2

create_clock -name clk0 -period $clk_period [get_ports {clk}]

set non_clock_inputs [all_inputs -no_clocks]
set_input_delay [expr $clk_period * $clk_io_pct] -clock clk0 $non_clock_inputs
set_output_delay [expr $clk_period * $clk_io_pct] -clock clk0 [all_outputs]
==> flow_summary.yaml <==
# yosys + openroad results
die:
  dieArea_mm2: 0.0108
  core_util_floorplan_pct: 31.4
  fp.dieH_um: 104
  coreArea_mm2: 0.00995
  row_count: 36
  die_x_um: 104
  io_pins: 6
drt:
  viasPerCell: 5.08
  drc_errors: 0
  ant_nets: 0
  antenna-diode-count: 0
  dr.pass1.iters: 4
  drt_iter0_drc: 111
  routed_wl_um: 5890
  wl_per_cell_um: 12.4
  dr_total_vias: 2418
cts:
  clock_sinks: 71
  cts_root_buf: "clkbuf_8"
  cts_resized: 0
  htree_num_levels: 3
  cts_setup_buffers: 0
  cts_buffers: 9
  clkSlewWorstSetupHoldPaths_ns: 0.07
  clk_latency_ns: 0.34
  clockBufferDepth: 2
  hold_buffers: 0
  cts_tree: "built"
sta:
  setup_tns_ns: 0
  clock_skew_ns: 0.0130
  period_used_pct: 42.6
  finalMaxSlewViolations: 0
  post-route-min-period_ns: 2.34
  hold_viol: 0
  setup_viol: 0
  fmax_mhz: 427
  grt_setup_unrepaired: "no"
  holdWs_ns: 0.456
  fin_ws_ns: 3.16
  tightest_slew_ns: 0.820
  slew_headroom_pct: 45.0
logic_synthesis:
  async_reset_ff_share_pct: 0
  post-synth-top-area-cell: "dfxtp_1"
  syn_area_per_cell_um2: 9.72
  synth_cell_types: 49
  ys_cells: 322
  synthTopCellsByCount: "64 x dfxtp_1, 22 x nand3_1, 20 x nor3_1"
  ys_seq_share_pct: 47.7
  synth.top_cell.area_share_pct: 40.9
  area_leaders: "dfxtp_1 41%, edfxtp_1 6.7%, xor2_1 4.2%"
  most_common_cell: "dfxtp_1"
  yosysWarnings: 1
  yosys-stat-area_mm2: 0.00313
  edf_count: 7
  syn_inst: 322
  syn_area_mm2: 0.00313
  numSynthFlops: 71
  synth-main-ff-cell: "dfxtp_1"
min_path:
  min_path_cells: 1
  min_path_type: "reg2reg"
  hp-start: "ccnt[0]"
cells_and_area:
  comb_area_mm2: 0.00158
  area_growth_pct: 12.5
  register_area_mm2: 0.00149
  fin_util_pct: 35.4
  nFillCells: 965
  instances_no_fill: 476
  drive_gt1_share_pct: 8.45
  fin_area_mm2: 0.00352
placement:
  place.gp.congestion: 0.819
  placed_area_mm2: 0.00334
  pre_cts_slack_ns: 3.31
  dp.cells: 461
  portBuffers: 5
  place_hpwl_um: 3870
critical_path:
  startpoint_type: "flop"
  cp-startpoint: "hexcnt[0]"
  cp_slowest_stage_delay_ns: 0.49
  critPathTopFamily: "buffers and inverters"
  crit_slowest_cell: "clkdlybuf4s50_1"
  ff2ff_path_depth: 4
  crit_type: "reg2out"
  worstReg2RegStart: "scnt[9]"
  cp_num_buf_inv: 1
  cp.required_ns: 4.40
  cp-end-kind: "output pin"
  worst-path-stages: 1
  crit_arrival_ns: 1.24
  cp_max_fo: 4
  path_cells: "clkdlybuf4s50_1"
power:
  power_density_mw_per_mm2: 259
  pwr-share-clk_pct: 41.3
  netSwitchingFraction_pct: 19.7
  p_sw_uw: 180
  sequentialPowerShare_pct: 58.1
  vdd_drop_max_uv: 106
  p_leak_nw: 1.06
  internal_power_uw: 732
  power_uw: 911
  combPwrFrac_pct: 0.6
global_route:
  grt-ovfl-total: 0
  grt_max_degree: 23
  grt_pass1_vias: 2196
  grt_use_total_pct: 11.2
  grt_antenna_before_repair: 0
  grt_pass1_wl_um: 10000
run:
  warnings: 25
  drv_cap: 0
outcome:
  status: "finished clean"
-- metal layers --
metal	vias up	part of all wire, %	GRT usage, %
li1	1251	-	-
met1	1131	52	17.3
met2	25	44	17.0
met3	11	2.3	1.72
met4	0	1.6	2.04
met5	-	0	0
-- kinds of logic (layout without fill, tap and decap cells) --
logic type	count (synthesis)	in the layout	share of synthesized area [%]
flops	71	71	47.7
xor+xnor	24	24	6.72
other cells	1	16	0.120
simple gates	131	131	25.2
compound gates	67	67	15.5
buf+inv	25	31	3.68
fa+ha+maj	3	3	1.20
-- registers in the layout (all words and copies together), names as in the netlist --
register	flops
ccnt	32
scnt	32
hexcnt	4
en	1
r0	1
r1	1
-- cell usage in the layout (no fill, tap or decap), types with 2 or more instances in the layout --
cell / count
or4_1: 14
and4_1: 6
o31ai_1: 12
dfxtp_1: 64
nor3_1: 20
a22oi_1: 11
ha_1: 3
clkbuf_1: 4
clkbuf_8: 10
a211oi_2: 3
o2bb2a_1: 2
xnor2_1: 9
nand2_1: 14
or3_1: 8
nor3b_1: 2
nand3_1: 22
o21a_1: 2
xor2_1: 15
a211oi_1: 7
and3_1: 6
nand3_2: 2
inv_1: 7
a21oi_1: 15
conb_1: 16
buf_4: 4
o21ai_0: 8
nor2_1: 4
nand4_1: 15
edfxtp_1: 7
or3_2: 2
nor4_1: 6
clkdlybuf4s50_1: 5
-- cell type report --
cell class	count	share of cell area, %
repair buffers	9	2.27
inverters	7	0.746
clock buffers	15	5.05
multi-input cells	241	44.8
well taps	133	4.73
flip-flops and latches	71	42.4
-- power groups by stage --
stage | clock (mW) | sequential [mW] | combinational, mW
after CTS | 0.388 | 0.529 | 0.00537
after global routing | 0.406 | 0.530 | 0.00641
final | 0.377 | 0.529 | 0.00535
-- final timing paths --
| kind | endpoint | slack (ns) |
|---|---|---|
| hold / removal | ccnt[0] | 0.46 |
| setup / recovery | ld[0] | 3.16 |
| setup reg to reg | hexcnt[3] | 3.32 |
| hold reg to reg | ccnt[0] | 0.46 |
Power figures rest on the tool's default switching activity, not on a simulated workload.
